## ./design.v

```verilog
localparam int unsigned BAUD_1900_RATE   = 1900;
localparam int unsigned BAUD_19200_RATE  = 19200;
localparam int unsigned BAUD_57600_RATE  = 57600;
localparam int unsigned BAUD_115200_RATE = 115200;
module baud_gen #(
  parameter  int unsigned ClockFrequency   = 50_000_000,
  parameter  int unsigned OverSampleRate   = 16,
  localparam int unsigned Baud1900Divsor   = ClockFrequency / (BAUD_1900_RATE   * OverSampleRate),
  localparam int unsigned Baud19200Divsor  = ClockFrequency / (BAUD_19200_RATE  * OverSampleRate),
  localparam int unsigned Baud57600Divsor  = ClockFrequency / (BAUD_57600_RATE  * OverSampleRate),
  localparam int unsigned Baud115200Divsor = ClockFrequency / (BAUD_115200_RATE * OverSampleRate),
  localparam int unsigned MinDivsorWidth   = $clog2(Baud1900Divsor)
) (
  input  logic       clk_i,
  input  logic       rst_i,
  input  logic       rx_busy_i,
  input  logic       tx_busy_i,
  input  logic [1:0] baud_sel_i,
  output logic       baud_clk_o
);
  logic  busy;
  assign busy = (tx_busy_i || rx_busy_i);
  logic [MinDivsorWidth-1:0] next_divsor;
  logic [MinDivsorWidth-1:0] divsor_reg;
  logic [MinDivsorWidth-1:0] next_count;
  logic [MinDivsorWidth-1:0] count_reg;
  always_comb begin
    unique case (baud_sel_i)
        2'b00: next_divsor = MinDivsorWidth'(Baud1900Divsor);
        2'b01: next_divsor = MinDivsorWidth'(Baud19200Divsor);
        2'b10: next_divsor = MinDivsorWidth'(Baud57600Divsor);
        2'b11: next_divsor = MinDivsorWidth'(Baud115200Divsor);
    endcase
    baud_clk_o = 1'b0;
    if ((next_divsor != divsor_reg) && !busy) begin
      next_count     = '0;
    end else if (count_reg == (divsor_reg-1)) begin
      next_count     = '0;
      baud_clk_o = 1'b1;
    end else next_count = count_reg + 1;
  end
  always_ff @(posedge clk_i or posedge rst_i) begin
    if (rst_i) begin
      count_reg   <= '0;
      divsor_reg  <= MinDivsorWidth'(Baud1900Divsor);
    end else begin
      count_reg   <= next_count;
      if (!busy) divsor_reg <= next_divsor;
    end
  end
endmodule 
module fifo #(
  parameter  int unsigned DataWidth    = 32,
  parameter  int unsigned Depth        = 16,  
  localparam int unsigned PointerWidth = $clog2(Depth)
) (
  input logic                  clk_i,
  input logic                  rst_i,
  input logic                  rd_en_i,
  input logic                  wr_en_i,
  input logic [DataWidth-1:0]  wdata_i,
  output logic                 full_o,
  output logic                 empty_o,
  output logic [DataWidth-1:0] rdata_o
);
  logic [PointerWidth:0] rd_ptr, wr_ptr;
  logic [DataWidth-1:0]  mem [Depth-1:0];
  logic  rd_valid , wr_valid;
  assign rd_valid = (rd_en_i && !empty_o);
  assign wr_valid = (wr_en_i && !full_o);
  assign empty_o = (rd_ptr == wr_ptr);
  assign full_o  = (rd_ptr == {~wr_ptr[PointerWidth], wr_ptr[PointerWidth-1:0]});
  always_ff @(posedge clk_i or posedge rst_i) begin
    if(rst_i) begin
      rd_ptr    <= '0;
      wr_ptr    <= '0;
      rdata_o <= '0;
    end 
    else begin
      if (rd_valid) begin
        rdata_o <= mem[rd_ptr[PointerWidth-1:0]];
        rd_ptr    <= rd_ptr + 1;
      end
      if (wr_valid) begin
        mem[wr_ptr[PointerWidth-1:0]] <= wdata_i;
        wr_ptr                        <= wr_ptr + 1;
      end 
    end
  end
  initial begin
    if ((Depth & (Depth-1)) != 0) $error("FIFO Depth must be power of two");
  end
endmodule
module uart_ctrl #(
  parameter int unsigned UartDataWidth  = 8,
  parameter int unsigned BusDataWidth   = 32,
  parameter int unsigned FifoDepth      = 16,
  parameter int unsigned ClockFrequency = 50_000_000,
  parameter int unsigned OverSampleRate = 16
) (
  input  logic                    clk_i,
  input  logic                    rst_i,
  input  logic                    rxd_i,
  input  logic                    bus_wr_en_i,
  input  logic [BusDataWidth-1:0] bus_addr_i,
  input  logic [BusDataWidth-1:0] bus_wdata_i,
  output logic                    txd_o,
  output logic [BusDataWidth-1:0] bus_rdata_o
);
  logic baud_clk;
  logic rx_valid;
  logic [UartDataWidth-1:0] rx_data;
  logic rx_fifo_rd_en;
  logic rx_fifo_full;
  logic rx_fifo_empty;
  logic tx_valid;
  assign tx_valid = ~tx_fifo_empty;
  logic tx_fifo_wr_en;
  logic tx_fifo_rd_en;
  assign tx_fifo_rd_en = ~tx_busy;
  logic tx_fifo_full;
  logic tx_fifo_empty;
  logic [UartDataWidth-1:0] tx_fifo_rdata;
  logic rx_busy, rx_busy_r, tx_busy;
  always_ff @(posedge clk_i or posedge rst_i) begin
    if (rst_i) begin
      rx_busy <= 1'b0;
    end else begin
      rx_busy <= rx_busy_r;
    end
  end
  logic [1:0] baud_rate_d;
  logic [1:0] baud_rate_q;
  logic [2:0] status_reg;
  assign status_reg = {tx_busy,rx_busy,rx_valid};
  logic [UartDataWidth-1:0] rx_fifo_rdata; 
  logic [UartDataWidth-1:0] tx_wdata_d;
  logic [UartDataWidth-1:0] tx_wdata_q;
  always_ff @(posedge clk_i or posedge rst_i) begin
    if (rst_i) begin
      baud_rate_q <= 2'b00;
      tx_wdata_q   <= '0;
    end else begin
      baud_rate_q <= baud_rate_d;
      tx_wdata_q   <= tx_wdata_d;
    end
  end
  always_comb begin 
    rx_fifo_rd_en = 1'b0;
    tx_fifo_wr_en = 1'b0;
    baud_rate_d = baud_rate_q;
    tx_wdata_d   = tx_wdata_q;
    bus_rdata_o = '0;
    unique case (bus_addr_i[1:0])
      2'b00: begin 
        if (bus_wr_en_i) begin
          baud_rate_d      = bus_wdata_i[1:0]; 
        end else begin
          bus_rdata_o[1:0] = baud_rate_q;
        end
      end
      2'b01: bus_rdata_o = BusDataWidth'(status_reg);
      2'b10: begin
        rx_fifo_rd_en  = 1'b1;
        bus_rdata_o      = BusDataWidth'(rx_fifo_rdata);           
      end
      2'b11: begin 
        if (bus_wr_en_i) begin
          tx_fifo_wr_en = 1'b1; 
          tx_wdata_d = bus_wdata_i[7:0]; 
        end
      end
      default: ;
    endcase
  end
  baud_gen #(
    .ClockFrequency(ClockFrequency),
    .OverSampleRate(OverSampleRate)
  ) baud_generator (
    .clk_i(clk_i),
    .rst_i(rst_i),
    .rx_busy_i(rx_busy),
    .tx_busy_i(tx_busy),
    .baud_sel_i(baud_rate_q),
    .baud_clk_o(baud_clk)
  );
  uart_rx #(                           
    .DataWidth(UartDataWidth)
  ) uart_reciever (
    .clk_i(clk_i),
    .rst_i(rst_i),
    .baud_clk_i(baud_clk),
    .rxd_i(rxd_i),
    .valid_o(rx_valid),
    .busy_o(rx_busy_r),
    .data_o(rx_data)
  );
  fifo #(
    .DataWidth(UartDataWidth),
    .Depth(FifoDepth)
  ) recieve_fifo (
    .clk_i(clk_i),
    .rst_i(rst_i),
    .rd_en_i(rx_fifo_rd_en),
    .wr_en_i(rx_valid),
    .wdata_i(rx_data),
    .full_o(rx_fifo_full),
    .empty_o(rx_fifo_empty),
    .rdata_o(rx_fifo_rdata) 
  );
  fifo #(
    .DataWidth(UartDataWidth),
    .Depth(FifoDepth)
  ) transmit_fifo (
    .clk_i(clk_i),
    .rst_i(rst_i),
    .rd_en_i(tx_fifo_rd_en), 
    .wr_en_i(tx_fifo_wr_en),                    
    .wdata_i(tx_wdata_q),
    .full_o(tx_fifo_full),
    .empty_o(tx_fifo_empty),
    .rdata_o(tx_fifo_rdata)
  );
  uart_tx #(
    .DataWidth(UartDataWidth)
  ) uart_transmitter (
    .clk_i(clk_i),
    .rst_i(rst_i),
    .baud_clk_i(baud_clk),
    .valid_i(tx_valid),
    .data_i(tx_fifo_rdata),
    .txd_o(txd_o), 
    .busy_o(tx_busy)
  );
endmodule
module uart_rx #(
  parameter  int unsigned DataWidth  = 8,
  localparam int unsigned CountWidth = $clog2(DataWidth)
  ) (
  input  logic                 clk_i,
  input  logic                 rst_i,
  input  logic                 baud_clk_i,
  input  logic                 rxd_i,
  output logic                 valid_o,
  output logic                 busy_o,
  output logic [DataWidth-1:0] data_o
);
  logic rxd_r;
  logic rxd;
  always_ff @(posedge clk_i or posedge rst_i) begin
    if (rst_i) begin
      rxd_r <= 1'b1;
      rxd   <= 1'b1;
    end else begin
      rxd_r <= rxd_i;
      rxd   <= rxd_r;
    end
  end
  typedef enum { 
    Idle, StartBit, DataBits, StopBit 
  } uart_state_e;
  uart_state_e state_reg;
  uart_state_e next_state;
  logic [DataWidth-1:0] sbuff_reg;
  logic [DataWidth-1:0] next_sbuff;
  logic [CountWidth-1:0] count_reg;
  logic [CountWidth-1:0] next_count;
  logic  sbuff_full;
  assign sbuff_full = (count_reg == CountWidth'(DataWidth-1));
  assign data_o  = sbuff_reg;
  always_ff @(posedge clk_i or posedge rst_i) begin : memory_block
    if (rst_i) begin
      state_reg <= Idle;
      sbuff_reg <= '0;
      count_reg <= '0;
    end else begin
      state_reg <= next_state;
      count_reg <= next_count;
      sbuff_reg <= next_sbuff;
    end
  end
  always_comb begin : next_state_logic
    next_state = state_reg;
    next_count = count_reg;
    next_sbuff = sbuff_reg;
    valid_o = 1'b0;
    busy_o  = 1'b1;
    if (baud_clk_i) begin
      unique case (state_reg)    
        Idle: begin
          if (!rxd) begin
            next_state = StartBit;
          end else busy_o = 1'b0;
        end
        StartBit: begin
          next_sbuff = {rxd, sbuff_reg[DataWidth-1:1]};
          next_count = count_reg + 1;
          next_state = DataBits;
        end
        DataBits: begin
          next_sbuff = {rxd, sbuff_reg[DataWidth-1:1]};
          next_count = count_reg + 1;
          if (sbuff_full) next_state = StopBit;
        end
        StopBit: begin 
          next_state = Idle;
          valid_o    = 1'b1;
        end
        default: ;
      endcase
    end 
  end
endmodule
module uart_tx #(
  parameter  int unsigned DataWidth  = 8,
  localparam int unsigned CountWidth = $clog2(DataWidth)
  ) (
  input  logic                 clk_i,
  input  logic                 rst_i,
  input  logic                 baud_clk_i,
  input  logic                 valid_i,
  input  logic [DataWidth-1:0] data_i,
  output logic                 txd_o,
  output logic                 busy_o
);
  typedef enum { 
    Idle, StartBit, DataBits, StopBit 
  } uart_state_e;
  uart_state_e state_reg;
  uart_state_e next_state;
  logic [DataWidth-1:0] sbuff_reg;
  logic [DataWidth-1:0] next_sbuff;
  logic [CountWidth-1:0] count_reg;
  logic [CountWidth-1:0] next_count;
  always_ff @(posedge clk_i or posedge rst_i) begin : memory_block
    if (rst_i) begin
      state_reg <= Idle;
      sbuff_reg <= '0;
      count_reg <= '0;
    end else begin
      state_reg <= next_state;
      count_reg <= next_count;
      sbuff_reg <= next_sbuff;
    end
  end
  logic  sbuff_empty;
  assign sbuff_empty = (count_reg == CountWidth'(DataWidth-1));
  always_comb begin : next_state_logic
    next_state = state_reg;
    next_count = count_reg;
    next_sbuff = sbuff_reg;
    txd_o     = 1'b1;
    busy_o    = 1'b1;
    unique case (state_reg)    
      Idle: begin
        if (valid_i) begin
          next_sbuff = data_i;
          next_state = StartBit;
        end else busy_o = 1'b0;
      end
      StartBit: begin
        if (baud_clk_i) begin
          txd_o      = 1'b1;
          next_state = DataBits;
        end
      end
      DataBits: begin
        if (baud_clk_i) begin
          txd_o      = sbuff_reg[0];
          next_sbuff = sbuff_reg >> 1;
          next_count = count_reg + 1;
          if (sbuff_empty) next_state = StopBit;
        end
      end
      StopBit: begin 
        if (baud_clk_i) begin
          txd_o    = 1'b0;
          next_state = Idle;
        end
      end
      default: ;
    endcase
  end
endmodule
```

## ./run.sh

```bash
#!/bin/bash
# OpenROAD 26Q1-2900-gdf79404cd8, Yosys 0.63+post, stock flow scripts
make -C /OpenROAD-flow-scripts/flow DESIGN_CONFIG=/design/flow/config.mk WORK_HOME=/design/flow/orfs finish
```

## ./config.mk

```make
export PLATFORM = sky130hd
export DESIGN_NAME = uart_ctrl
export DESIGN_NICKNAME = uart_ctrl
export VERILOG_FILES = /design/flow/design.v
export SDC_FILE = /design/flow/constraint.sdc
export NUM_CORES = 4
export LEC_CHECK = 1
export CORE_UTILIZATION = 40
```

## ./constraint.sdc

```tcl
current_design uart_ctrl

set clk_period 8.1
set clk_io_pct 0.2

create_clock -name clk0 -period $clk_period [get_ports {clk_i}]

set non_clock_inputs [all_inputs -no_clocks]
set_input_delay [expr $clk_period * $clk_io_pct] -clock clk0 $non_clock_inputs
set_output_delay [expr $clk_period * $clk_io_pct] -clock clk0 [all_outputs]
```

==> writeup.txt <==
After synthesis, the chip area reported by Yosys is 9570 µm². With the delay of the slowest critical-path stage at 640 ps, the number of H-tree levels is 1. Per the CTS log, the buffer count on the longest clock path is 3. The total clock buffers created by CTS was 22.

Nets still carrying antenna violations after routing amount to 0. The number of antenna diodes in the final layout is 0. The startpoint identified for the worst register-to-register timing path is baud_generator.divsor_reg[4]. The tools report the number of antenna violations at the first check in global routing as 0. The total power draw came out at 2.25 mW. The tools report the max-cap check violation count as 0. The end-of-flow timing check tallies setup violations at 0. The capturing element of the worst setup path is txd_o. Dominant cell by count in the synthesized netlist: edfxtp_1. The worst setup path is launched from a register. The final layout report lists a filler cell count of 2018. The final timing report lists clock skew as 23.7 ps. The via count of the first global-routing pass is 5743, and the final critical path time including I/O delays and setup is 5330 ps. The element type at the critical path end was a primary output. In this run the horizontal extent of the chip is 157 µm. The tightest hold path in the finished design has a slack of 359 ps.

The cell count along the critical path was 7. Cell type with the highest aggregate area in the netlist: edfxtp_1. The run gives 747 for the total cells reported by yosys after synthesis.

Dominant delay contributor by cell family on the critical path: simple AND/OR/NAND/NOR gates. The master cell of the clock root buffer is clkbuf_16. The transition time recorded at the tightest slew-check pin is 977 ps. The final weighted congestion in routability-driven placement was 0.827.

For this block, the via count after detailed routing is 5797. The pre-CTS worst setup slack is 2960 ps, and the total die size is 24600 µm². In the placement report, post-DP HPWL is listed as 12300 µm. The run finished with clean final reports.

The share of Yosys cell area claimed by the top area cell type was 0.402. For the final worst slack, the log shows 2770 ps. For the gate count after technology mapping, the log shows 747.

The post-layout utilization of the core is 0.458. The most used flip-flop cell after synthesis is edfxtp_1. The all-layer global routing usage was 0.172. Total power normalized to cell area comes to 210 nW/µm².

The routed layout reports a DRC error count of 0. The run gives 4100 ps for the setup slack of the most critical reg-to-reg path. The proportion of synthesized chip area in sequential cells is 0.638, and the count of state elements after synthesis is 218. Setup repair after global routing left no endpoint under its margin.

Looking at the post-CTS report, the setup buffer insertion count equals 0. For the worst path required time, the log shows 6480 ps. The final clock period utilization by the worst path was 0.658; the number of synthesis warnings was 6.

The pin count of the biggest net entering global routing was 53; the first-pass iteration count of the detailed router was 5. According to the hold report, the worst path is of the register to register type. After synthesis, the most frequently instantiated cells are edfxtp_1 (128), dfrtp_1 (82), nand2_1 (48), nor2_1 (47), clkbuf_1 (44). Of all nets on the critical path, the largest fanout is 9. The highest supply drop recorded on VDD is 0.160 mV. The run gives 1 for the worst path buffer plus inverter count. The tools report the clock latency reported for the late side of the worst-skew pair as 510 ps. The first global-routing pass estimated 30500 µm of wire. The start-to-end type of the worst setup path was register to primary output.

The top achievable clock speed was 188 MHz; the number of synthesized flops with an enable pin was 128. Tracing the worst setup path back leads to its startpoint at baud_generator.divsor_reg[4]. For the final total negative setup slack, the log shows 0 ps. Per the final report, max-transition violations number 0. The register with the most flip-flops in the layout has 128 of them. The average footprint of a synthesized cell works out to 12.8 µm². The synthesis-to-finish area growth is 12.2%, and the post-cts sizing count is 0.

The leakage power in the latest report is 4.48 nW. According to the floorplan report, the die height is 157 µm. Port buffering added 16 buffers. After clock tree synthesis, the clock-pin slew on the worst setup and hold paths is 60 ps. The run gives 56 as the placement row count. The fraction of layout instances using a drive strength above 1 was 0.126. Number of hold violations in the final report: 0.

Depth of the worst register-to-register path: 7. Ranked by total cell area, the synthesized netlist is headed by edfxtp_1 (40%), dfrtp_1 (21%), ha_1 (2.6%). Per the OpenROAD floorplan log, the area of the core is 23500 µm².

TritonRoute output was used to compute an average wire per cell of 17.5 µm. Synthesis instantiated 67 different standard cells from the library. With the share of async-settable or async-resettable flops after synthesis at 0.413, the worst max-slew margin expressed relative to the limit is 0.346. The tools report the synthesized cell area as 9570 µm².

Clock tree synthesis found a total of 218 sinks. The signal on the critical path passes through or4_4 > o311a_1 > nor4_1 > o311ai_1 > nor3_2 > o211ai_1 > clkdlybuf4s50_1. The end of the worst register-to-register path was recieve_fifo.mem[1][0]. Warnings raised by the tools during the run amount to 96.

Per the detailed-route log, wirelength across all metal layers totals 19200 µm. With the average via count per standard cell at 5.30, the remaining global-route overflow is 0. TritonCTS built the clock tree. Per the STA report, the cell with the highest stage delay on the worst path is nor3_2. The data arrival time reported for the critical path is 3710 ps. With the post-cts hold buffer count at 0, the effective utilization at floorplan is 0.408.

The number of ports placed on the die boundary was 101; the violation count after the first detailed-route iteration was 410.
worst reg2reg max path, stage by stage, from the launching register on:
cell,delay [ps]
dfrtp_1,480
or4_4,560
o311a_1,340
nor4_1,240
o311ai_1,270
nor3_2,640
nand4b_1,310
nor2_1,810
cell usage in the layout, fill, tap and decap left out, types with 8 or more instances in the layout:
| cell type | Yosys | layout |
|---|---|---|
| nand3_1 | 18 | 18 |
| o21ai_0 | 28 | 28 |
| dfrtp_1 | 82 | 82 |
| a221oi_1 | 8 | 8 |
| clkbuf_16 | 0 | 22 |
| a22oi_1 | 8 | 8 |
| nand4_1 | 9 | 9 |
| nor4_1 | 9 | 8 |
| edfxtp_1 | 128 | 128 |
| ha_1 | 20 | 20 |
| and2_1 | 13 | 13 |
| conb_1 | 1 | 24 |
| mux2_2 | 21 | 21 |
| xor2_1 | 19 | 19 |
| xnor2_1 | 26 | 26 |
| a32oi_1 | 8 | 8 |
| a21oi_1 | 27 | 27 |
| nand2_1 | 48 | 48 |
| buf_4 | 24 | 27 |
| clkdlybuf4s50_1 | 0 | 16 |
| nor2_1 | 47 | 47 |
| mux2_1 | 10 | 10 |
| nor3_1 | 8 | 8 |
| inv_1 | 28 | 27 |
| dfstp_2 | 8 | 8 |
| a222oi_1 | 9 | 9 |
| a22o_1 | 17 | 17 |
per-layer routing:
layer,wire (µm),vias to the layer above,global-route usage
li1,-,2711,-
met1,8010,2831,0.243
met2,8950,232,0.263
met3,1840,23,0.0725
met4,369,0,0.0308
met5,0,-,0.00414
stage by stage:
stage	std cells	instance area [µm²]
5_1_grt	1094	10700
2_1_floorplan	770	9660
6_report	1094	10700
4_1_cts	1094	10700
3_5_place_dp	1054	10000
3_3_place_gp	1054	10000
area by class of cell:
| class | count | area, µm² | share of cell area |
|---|---|---|---|
| repair buffers | 43 | 363 | 0.0338 |
| inverters | 28 | 106 | 0.00990 |
| multi-input cells | 446 | 3060 | 0.285 |
| flip-flops and latches | 218 | 6110 | 0.568 |
| clock inverters | 6 | 65.1 | 0.00605 |
| clock buffers | 34 | 646 | 0.0601 |
| well taps | 319 | 399 | 0.0371 |
worst min path at each step:
stage,end,from,depth (start not counted)
6_report,uart_reciever.rxd,uart_reciever.rxd_r,0
4_1_cts,uart_reciever.rxd,uart_reciever.rxd_r,0
5_1_grt,uart_reciever.rxd,uart_reciever.rxd_r,0
cells by family after synthesis:
group / count (synthesis) / synth area share
compound gates: 142 / 0.107
xor+xnor: 45 / 0.0412
fa+ha+maj: 20 / 0.0261
buf+inv: 106 / 0.0521
flops: 218 / 0.638
mux: 35 / 0.0420
other cells: 1 / 0.000392
simple gates: 180 / 0.0929
power breakdown:
part	total [mW]	internal, mW	switching, mW
logic	0.0745	0.0324	0.0421
clock network	0.979	0.581	0.398
registers	1.20	1.18	0.0177
total	2.25	1.80	0.458
Power is estimated from default activity; no workload was simulated.
